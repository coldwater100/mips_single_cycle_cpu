<file path="./config.mk">
export PLATFORM = sky130hd
export DESIGN_NAME = counter
export DESIGN_NICKNAME = counter
export VERILOG_FILES = /design/flow/design.v
export SDC_FILE = /design/flow/constraint.sdc
export NUM_CORES = 4
export LEC_CHECK = 1
export CORE_AREA = 10 10 78 78
export DIE_AREA = 0 0 88 88
</file>
<file path="./constraint.sdc">
current_design counter

set clk_period 4.3
set clk_io_pct 0.2

create_clock -name clk0 -period $clk_period [get_ports {clk}]

set non_clock_inputs [all_inputs -no_clocks]
set_input_delay [expr $clk_period * $clk_io_pct] -clock clk0 $non_clock_inputs
set_output_delay [expr $clk_period * $clk_io_pct] -clock clk0 [all_outputs]
</file>
<file path="./design.v">
module counter #(
    parameter DATA_BITS = 8,
    parameter MAX_VALUE = 255
)(
    input wire clk,
    input wire clr,
    input wire load,    
    input wire count,   
    input wire [DATA_BITS-1:0] D,  
    output reg [DATA_BITS-1:0] Q,  
    output wire carry              
);
    always @(posedge clk or posedge clr) begin
        if (clr) begin
            Q <= 0;
        end else begin
            case ({load, count})
                2'b00: Q <= Q;  
                2'b01: Q <= (Q == MAX_VALUE) ? 0 : Q + 1;  
                2'b10: Q <= D;  
                2'b11: Q <= (Q == 0) ? MAX_VALUE : Q - 1;  
            endcase
        end
    end
    assign carry = (load == 1'b0 && count == 1'b1 && Q == MAX_VALUE) ||
                   (load == 1'b1 && count == 1'b1 && Q == 0);
endmodule
</file>
<file path="./run.sh">
#!/bin/bash
# OpenROAD 26Q1-2900-gdf79404cd8, Yosys 0.63+post, stock flow scripts
make -C /OpenROAD-flow-scripts/flow DESIGN_CONFIG=/design/flow/config.mk WORK_HOME=/design/flow/orfs finish
</file>
==> results.sh <==
# source this file to load flow results
export IMPL_h_tree_depth=1
export IMPL_chip_area_um2=7740
export IMPL_hpwl_mm=1.90
export IMPL_clk_pin_slew_ns=0.04
export IMPL_num_rows=24
export IMPL_placed_cells=163
export IMPL_grt_pass1_wl_mm=4.32
export IMPL_use_met2_pct=9.72
export IMPL_common_cells="8 x dfrtp_1, 7 x o21ai_0, 6 x a21oi_1, 5 x inv_1, 5 x nand2_1"
export IMPL_synthArstFlopShare_pct=100
export IMPL_max_slew_margin_pct=60.5
export IMPL_fin_cells=166
export IMPL_fp_util_pct=18.2
export IMPL_worstSkewPairLatency_ns=0.22
export IMPL_fin_skew_ns=0.00352
export IMPL_drc=0
export IMPL_fmax_mhz=287
export IMPL_syn_to_final_growth_pct=35.7
export IMPL_top_register="Q"
export IMPL_largest_reg_flops=8
export IMPL_drive_above_1_share_pct=12.3
export IMPL_postSynthAreaPerCell_um2=8.35
export IMPL_num_vias=825
export IMPL_post_drt_wl_per_cell_um=14.8
export IMPL_cts_resized=0
export IMPL_clock_sinks=8
export IMPL_synthFlopType="dfrtp_1"
export IMPL_ios=21
export IMPL_arrival_ns=2.62
export IMPL_powerDensity_nw_per_um2=328
export IMPL_wl_mm=2.45
export IMPL_p_leak_uw=0.000411
export IMPL_core_area_um2=4410
export IMPL_status="finished, final reports clean"
export IMPL_cp_data_required_time_ns=3.44
export IMPL_synth_largest_area_cell="dfrtp_1"
export IMPL_grt_use_met1_pct=9.73
export IMPL_setup_viol=0
export IMPL_nFillCells=482
export IMPL_synth_area_um2=802
export IMPL_route_antenna_diode_count=0
export IMPL_warning_count=27
export IMPL_r2r_slack_ns=2.41
export IMPL_synth_top_cell_area_share_pct=25.0
export IMPL_ys_cells=96
export IMPL_place_gp_congestion=0.861
export IMPL_ir_drop_mv=0.152
export IMPL_synth_area_yosys_um2=802
export IMPL_fin_setup_tns_ns=0
export IMPL_cts_setup_buffers=0
export IMPL_ant_nets=0
export IMPL_grt_overflow=0
export IMPL_final_period_utilization_pct=81.0
export IMPL_cts_tree="done"
export IMPL_crit_path_end_kind="primary output"
export IMPL_fp_dieW_um=88
export IMPL_drt_initial_drc_count=103
export IMPL_grt_pass1_vias=849
export IMPL_grt_use_total_pct=6.77
export IMPL_hold_class="reg -> reg"
export IMPL_worst_path_max_delay_cell="clkdlybuf4s50_1"
export IMPL_ys_warn_count=1
export IMPL_clockRootBuffer="clkbuf_8"
export IMPL_area_leaders="dfrtp_1 25%, ha_1 4.7%, o21ai_0 4.4%, a21oi_1 3.7%, a211o_1 3.3%"
export IMPL_synth_cell_types=45
export IMPL_register_area_um2=200
export IMPL_antenna_found_initial=0
export IMPL_met3_usage_pct=2.25
export IMPL_post_route_min_period_ns=3.48
export IMPL_ys_flops=8
export IMPL_utilization_pct=24.7
export IMPL_syn_inst=96
export IMPL_worstPathMaxFanout=18
export IMPL_cp_start_kind="primary input"
export IMPL_clockBufferDepth=2
export IMPL_combGateArea_um2=556
export IMPL_hold_violations=0
export IMPL_io_buffer_count=20
export IMPL_cp_cell_sequence="clkdlybuf4s50_1, inv_1, a21oi_1, clkdlybuf4s50_1"
export IMPL_chipHeight_um=88
export IMPL_viasPerCell=4.97
export IMPL_grt_max_degree=22
export IMPL_slowest_delay_ns=0.84
export IMPL_worst_slew_pin_slew_ns=0.591
export IMPL_drv_slew=0
export IMPL_crit_top_cell="clkdlybuf4s50_1"
export IMPL_grt_most_used_layer="met1"
export IMPL_path_class="in -> out"
export IMPL_ys_seq_share_pct=25.0
export IMPL_top_regs="Q x8"
export IMPL_cts_buffers=3
export IMPL_ctsHoldBuffers=0
export IMPL_rsz0062_at_grt="no"
export IMPL_first_pass_iters=4
export IMPL_most_common_cell="dfrtp_1"
export IMPL_edf_count=0
export IMPL_drv_cap=0
[power breakdown]
| part | total [uW] | internal [uW] | switching [uW] |
|---|---|---|---|
| Combinational | 135 | 80.6 | 54.7 |
| Sequential | 135 | 90.2 | 45.0 |
| Clock | 86.3 | 60.3 | 26.0 |
[through the flow]
| step | cell area [um^2] | hold WS (ns) | setup slack (ns) | power (uW) |
|---|---|---|---|---|
| 6_report | 1090 | 0.705 | 0.816 | 357 |
| 5_1_grt | 1090 | 0.740 | 0.611 | 392 |
| 4_1_cts | 1090 | 0.707 | 0.814 | 363 |
| 2_1_floorplan | 802 | 0.554 | 2.00 | 206 |
| 3_5_place_dp | 1050 | 0.703 | 0.820 | 273 |
| 3_3_place_gp | 1050 | 0.713 | 0.850 | 276 |
[per-layer routing]
layer	share of wire (%)	vias to the layer above	wire [um]
met1	43	367	1040
met4	1.9	0	46
met3	12	4	304
met2	43	44	1060
li1	-	410	-
met5	0	-	0
[area by class of cell]
type / instances / share of cell area (%)
Clock buffer: 3 / 3.79
Inverter: 5 / 1.72
Multi-Input combinational cell: 77 / 51.0
Sequential cell: 8 / 18.4
Tap cell: 52 / 5.98
Timing Repair Buffer: 21 / 19.1
[worst max-delay path, delay by kind of cell]
kind | cells | cell delay, ns
AND-OR/OR-AND | 1 | 0.18
buffers and inverters | 3 | 1.58
[cells in the final DEF (no fill, tap or decap), types with 3 or more instances in the layout]
master            n
a211o_1           3
a211oi_1          3
a21oi_1           6
clkbuf_8          3
clkdlybuf4s50_1  20
dfrtp_1           8
ha_1              3
inv_1             5
nand2_1           5
nand4_1           3
nor2_1            4
nor2b_1           3
nor3_1            3
o21ai_0           7
[kinds of logic (layout without fill, tap and decap cells)]
logic type | Yosys count | in the layout | share of synthesized area [%]
flip-flops | 8 | 8 | 25.0
AND/OR/NAND/NOR | 36 | 36 | 29.0
AND-OR/OR-AND | 34 | 34 | 30.6
XOR/XNOR | 1 | 1 | 1.09
adder cells (fa/ha/maj) | 3 | 3 | 4.68
buffers and inverters | 11 | 29 | 5.77
multiplexers | 3 | 3 | 3.90
[path summary, 6_finish.rpt]
path                                   from                to  cells past startpoint
max in group asynchronous               clr  Q[1]$_DFFE_PP0P_                      2
max                                   count             carry                      4
min reg2reg                Q[0]$_DFFE_PP0P_  Q[0]$_DFFE_PP0P_                      1
min in group asynchronous               clr  Q[7]$_DFFE_PP0P_                      2
max reg2reg                Q[0]$_DFFE_PP0P_  Q[0]$_DFFE_PP0P_                      6
min                        Q[0]$_DFFE_PP0P_  Q[0]$_DFFE_PP0P_                      1
No activity file was given, so power comes from the tool's default toggle rates.
